File: ./constraint.sdc
current_design i2c_read_write

set clk_period 4.8
set clk_io_pct 0.2

create_clock -name clk0 -period $clk_period [get_ports {clk}]

set non_clock_inputs [all_inputs -no_clocks]
set_input_delay [expr $clk_period * $clk_io_pct] -clock clk0 $non_clock_inputs
set_output_delay [expr $clk_period * $clk_io_pct] -clock clk0 [all_outputs]
File: ./run.sh
#!/bin/bash
# OpenROAD 26Q1-2900-gdf79404cd8, Yosys 0.63+post, stock flow scripts
make -C /OpenROAD-flow-scripts/flow DESIGN_CONFIG=/design/flow/config.mk WORK_HOME=/design/flow/orfs finish
File: ./design.v
module i2c_read_write(clk,rst,sda,scl,address_tb,pointer_tb,data_tb,pointer_bit,rd,i_address,i_data);
input clk;
input rst;
input rd;
inout sda;
output reg scl;
input [1:0] pointer_bit;
input [2:0]i_address; 
input [15:0]i_data;
output [7:0]pointer_tb;
output [15:0]data_tb;
output [7:0]address_tb;
parameter   [3:0] idle =4'd0,
                 start=4'd1,
                 address=4'd2,
                 addack=4'd3,
                 pointer=4'd4,
                 pointerack=4'd5,
                 read15to8=4'd6,
                 readack=4'd7,
                 read7to0=4'd8,
                 nack=4'd9,
                 stop=4'd10,
                 write15to8=4'd11,
                 write7to0=4'd12,
                 writeack=4'd13,
                 writeack2=4'd14;
reg [3:0]state;
reg [7:0]address_reg; 
reg [7:0]pointer_reg;
reg sda_reg;
reg sda_link;
reg [15:0]data_reg;
reg [8:0]count1;
reg [3:0]data_count;
reg [24:0]count2;
reg ptr_write; 
assign sda= sda_link ?sda_reg:1'bz;
assign data_tb=data_reg;
assign address_tb=address_reg;
assign pointer_tb=pointer_reg;
always @(posedge clk) begin
    if(rst) begin
        count1<=9'd0;
    end
    else if(count1==9'd499) begin
        count1<=9'd0;
    end
    else 
       count1<=count1+1'b1;
end
always @(posedge clk ) begin
    if(rst) begin
        scl<=1'b0;
    end
    else if (count1==9'd249) begin
        scl<=1'b0;
    end
    else if (count1==9'd499) begin
        scl<=1'b1;
    end
    else 
      scl<=scl;
end
always @(posedge clk ) begin
if(rst) begin
        data_count<=4'd0;
        address_reg <= 8'b00000000;
        pointer_reg <= 8'd0;
        state<= idle;
        sda_link<=1'b1;    
        sda_reg<=1'b1;
        ptr_write<=1'b1;   
        count2<=25'd0;
    end
else begin
    if(rd) begin
        case (state)
        idle: 
        begin
            sda_link<=1;    
            sda_reg<=1;     
            if (count2==25'd4_999) begin
                count2<=25'd0;
                state<=start;
            end
            else begin
                count2<=count2+1'b1;
                state<=idle;
            end
        end
        start: begin
                if(count1==9'd124) begin     
                sda_reg<=1'b0;
                sda_link=1'b1;
                state<=address;
                data_count<=4'd0;
                if(ptr_write)
                    address_reg<={4'b1001,i_address,1'b0};
                else
                    address_reg<= {4'b1001,i_address,1'b1};
            end
            else begin
                state<=start;
            end
        end
            address: begin
                if (count1==9'd374) begin
                    if (data_count==4'd8) begin
                        state<=addack;
                        data_count<=4'd0;
                        sda_reg<=1'b1;
                        sda_link<=1'b0;   
                    end
                    else begin  
                        state<=address;  
                        case(data_count)
                            4'd0: sda_reg <= address_reg[7];
                            4'd1: sda_reg <= address_reg[6];
                            4'd2: sda_reg <= address_reg[5];
                            4'd3: sda_reg <= address_reg[4];
                            4'd4: sda_reg <= address_reg[3];
                            4'd5: sda_reg <= address_reg[2];
                            4'd6: sda_reg <= address_reg[1];
                            4'd7: sda_reg <= address_reg[0];
                            default: ;
                        endcase
                        data_count<=data_count+1'b1;     
                    end
                end
                else 
                state<=address;
            end
            addack: begin
                if (!sda && count1==9'd374) begin
                    if (ptr_write==1) begin
                        state<=pointer;
                        pointer_reg<={6'b000000,pointer_bit};  
                        sda_link<=1'b1;
                        sda_reg<=1'b0;
                        data_count<=4'd0;
                    end
                    else 
                    state<=read15to8;
                end
                else if(count1 ==29'd249) begin
                    if (ptr_write==1) begin
                        state<=pointer;
                        pointer_reg<={6'b000000,pointer_bit};  
                        sda_link<=1'b1;
                        sda_reg<=1'b0;
                        data_count<=4'd0;
                    end
                    else 
                    state<=read15to8;
                end
            end 
            pointer: begin
                if(count1==9'd374) begin
                    if(data_count==4'd8) begin
                    state<=pointerack;
                    sda_link<=1'b0;
                    sda_reg<=1'b1;
                    data_count<=4'd0;
                    end
                else begin
                    state<=pointer;
                    data_count<=data_count+1'b1;
                    case(data_count)
                            4'd0: sda_reg <= pointer_reg[7];
                            4'd1: sda_reg <= pointer_reg[6];
                            4'd2: sda_reg <= pointer_reg[5];
                            4'd3: sda_reg <= pointer_reg[4];
                            4'd4: sda_reg <= pointer_reg[3];
                            4'd5: sda_reg <= pointer_reg[2];
                            4'd6: sda_reg <= pointer_reg[1];
                            4'd7: sda_reg <= pointer_reg[0];
                            default: ;
                        endcase
                end
            end
                else
                state<=pointer;
            end
        pointerack: begin
            if(!sda && count1==9'd374) begin
                ptr_write<=1'b0;
                state<=start;
            end
            else if( count1==9'd249) begin
                ptr_write<=1'b0;
                state<=start;
            end
            else 
            state<=pointerack;
        end
        read15to8: begin
            if(count1==9'd374 && data_count==4'd8) begin
                state<=readack;
                data_count<=0;
                sda_link<=1'b1;
                sda_reg<=1'b1;
            end
            else if (count1==29'd124) begin   
                state<=read15to8;
                data_count<=data_count+1;
                case(data_count)
                4'd0: data_reg[15] <= sda;
                4'd1: data_reg[14] <= sda;
                4'd2: data_reg[13] <= sda;
                4'd3: data_reg[12] <= sda;
                4'd4: data_reg[11] <= sda;
                4'd5: data_reg[10] <= sda;
                4'd6: data_reg[9] <= sda;
                4'd7: data_reg[8] <= sda;
                default: ;
                endcase
            end
            else 
            state<=read15to8;
        end
        readack: begin
            if(count1==9'd374) begin
                sda_reg<=1'b0;
            end
            else if( count1==9'd249) begin   
                state<=read7to0;
                sda_reg<=1'b1;
                sda_link<=1'b0;
                data_count<=4'd0;
            end
            else 
            state<=readack;
        end
        read7to0: begin
            if(count1==9'd374 && data_count==4'd8) begin
                state<=nack;
                data_count<=1'b0;
                sda_link<=1'b1;
                sda_reg<=1'b1;
            end
            else if (count1==9'd124) begin
                state<=read7to0;
                data_count<=data_count+1;
                case(data_count)
                4'd0: data_reg[7] <= sda;
                4'd1: data_reg[6] <= sda;
                4'd2: data_reg[5] <= sda;
                4'd3: data_reg[4] <= sda;
                4'd4: data_reg[3] <= sda;
                4'd5: data_reg[2] <= sda;
                4'd6: data_reg[1] <= sda;
                4'd7: data_reg[0] <= sda;
                default: ;
                endcase
            end
            else 
            state<=read7to0;
        end
        nack: begin
            if (count1==9'd374) begin
                sda_reg<=1'b0;
                state<=stop;
            end
            else
            state<=nack;
        end
        stop: begin
            if(count1==9'd124) begin    
                sda_reg<=1'b1;
                state<=idle;
            end
            else
            state<=stop;
        end
    endcase
    end
else begin
    case (state)
       idle: 
       begin
         sda_link<=1;    
         sda_reg<=1;     
         if (count2==25'd4_999) begin
            count2<=25'd0;
            state<=start;
         end
         else begin
            count2<=count2+1'b1;
            state<=idle;
         end
       end
       start: begin
        if(count1==9'd124)  
            begin    
                sda_reg<=1'b0;
                sda_link=1'b1;
                state<=address;
                data_count<=4'd0;
                address_reg<={4'b1001,i_address,1'b0};
            end
        else begin
            state<=start;
        end
       end
        address: begin
            if (count1==9'd374) begin
                if (data_count==4'd8) begin
                    state<=addack;
                    data_count<=4'd0;
                    sda_reg<=1'b1;
                    sda_link<=1'b0;   
                end
                else begin  
                    state<=address;   
                    case(data_count)
                        4'd0: sda_reg <= address_reg[7];
                        4'd1: sda_reg <= address_reg[6];
                        4'd2: sda_reg <= address_reg[5];
                        4'd3: sda_reg <= address_reg[4];
                        4'd4: sda_reg <= address_reg[3];
                        4'd5: sda_reg <= address_reg[2];
                        4'd6: sda_reg <= address_reg[1];
                        4'd7: sda_reg <= address_reg[0];
                        default: ;
                    endcase
                    data_count<=data_count+1'b1;     
                end
            end
            else 
              state<=address;
        end
        addack: begin
            if (!sda && count1==9'd374) begin
                    state<=pointer;
                    pointer_reg<={6'b000000,pointer_bit};  
                    sda_link<=1'b1;
                    sda_reg<=1'b0;
                    data_count<=4'd0;
             end
            else if(  count1 ==9'd249) begin
                    state<=pointer;
                    pointer_reg<={6'b000000,pointer_bit};  
                    sda_link<=1'b1;
                    sda_reg<=1'b0;
                    data_count<=4'd0;
                end
             else 
                state<=addack;
        end
        pointer: begin
            if(count1==9'd374) begin
                if(data_count==4'd8) begin
                 state<=pointerack;
                 sda_link<=1'b0;
                 sda_reg<=1'b1;
                 data_count<=4'd0;
                end
            else begin
                state<=pointer;
                data_count<=data_count+1'b1;
                 case(data_count)
                        4'd0: sda_reg <= pointer_reg[7];
                        4'd1: sda_reg <= pointer_reg[6];
                        4'd2: sda_reg <= pointer_reg[5];
                        4'd3: sda_reg <= pointer_reg[4];
                        4'd4: sda_reg <= pointer_reg[3];
                        4'd5: sda_reg <= pointer_reg[2];
                        4'd6: sda_reg <= pointer_reg[1];
                        4'd7: sda_reg <= pointer_reg[0];
                        default: ;
                    endcase
            end
        end
            else
               state<=pointer;
        end
     pointerack: begin
        if(!sda && count1==9'd374) begin
            data_reg<=i_data;
           state<=write15to8;
           sda_link<=1'b1;
        end
         else if(  count1==9'd249) begin
            data_reg<=i_data;
            state<=write15to8;
            sda_link<=1'b1;
        end
        else 
           state<=pointerack;
     end
     write15to8: begin
        if(count1==9'd374 && data_count==4'd8) begin
            state<=writeack;
            data_count<=4'b0;
            sda_link<=1'b0;
            sda_reg<=1'b1;
         end
         else if (count1==9'd374) begin    
            state<=write15to8;
            data_count<=data_count+1;
            case(data_count)
            4'd0: sda_reg <= data_reg[15];
            4'd1: sda_reg <= data_reg[14];
            4'd2: sda_reg <= data_reg[13];
            4'd3: sda_reg <= data_reg[12];
            4'd4: sda_reg <= data_reg[11];
            4'd5: sda_reg <= data_reg[10];
            4'd6: sda_reg <= data_reg[9];
            4'd7: sda_reg <= data_reg[8];
            default: ;
            endcase
         end
        else 
         state<=write15to8;
     end
     writeack: begin
        if(count1==9'd374 && !sda) begin
            state<=write7to0;
            sda_link<=1'b1;
        end
        else if( count1==9'd249) begin   
            state<=write7to0;
            sda_link<=1'b1;
        end
         else 
         state<=writeack;
     end
      write7to0: begin
        if(count1==9'd374 && data_count==4'd8) begin
            state<=writeack2;
            data_count<=4'b0;
            sda_link<=1'b0;
            sda_reg<=1'b1;
         end
         else if (count1==9'd374) begin    
            state<=write7to0;
            data_count<=data_count+1;
            case(data_count)
            4'd0: sda_reg <= data_reg[7];
            4'd1: sda_reg <= data_reg[6];
            4'd2: sda_reg <= data_reg[5];
            4'd3: sda_reg <= data_reg[4];
            4'd4: sda_reg <= data_reg[3];
            4'd5: sda_reg <= data_reg[2];
            4'd6: sda_reg <= data_reg[1];
            4'd7: sda_reg <= data_reg[0];
            default: ;
            endcase
         end
        else 
         state<=write7to0;
     end
      writeack2: begin
        if(count1==9'd374 && !sda) begin
            state<=stop;
            sda_link<=1'b1;
        end
        else if( count1==9'd249 ) begin   
            state<=stop;
            sda_link<=1'b1;
        end
         else 
         state<=writeack2;
     end
       stop: begin
        if(count1==9'd124) begin     
            sda_reg<=1'b1;
            state<=idle;
        end
        else
          state<=stop;
       end
   endcase
end
    end
end
endmodule
File: ./config.mk
export PLATFORM = sky130hd
export DESIGN_NAME = i2c_read_write
export DESIGN_NICKNAME = i2c_read_write
export VERILOG_FILES = /design/flow/design.v
export SDC_FILE = /design/flow/constraint.sdc
export NUM_CORES = 4
export LEC_CHECK = 1
export CORE_UTILIZATION = 30
==> results.json <==
{
  "run_status": "aborted with a tool error",
  "flow.stopped_at": "clock tree synthesis (4_1_cts)",
  "tool.error": "[error] [KeplerFormal.cpp:679] Workflow failed: Iso has multiple drivers: .sda0, sda$_SDFFE_PP1P_.Q0",
  "yosys_area_sq_um": 4810,
  "post_cts_buffers": 0,
  "post_synth_num_cell_types": 78,
  "enable_flop_cells": 16,
  "gp_congestion": 0.881,
  "clock-root-buffer": "sky130_fd_sc_hd__clkbuf_16",
  "die_height_microns": 129,
  "row_count": 45,
  "yosys_register_bits": 79,
  "syn-mean-instance-area_sq_um": 8.23,
  "clock_sinks": 79,
  "cts.path.max_buffers": 2,
  "die_width_microns": 129,
  "synth.yosys.seq_area_share": 0.362,
  "ys_dominant_reg_cell": "sky130_fd_sc_hd__dfxtp_1",
  "ioPinCount": 58,
  "ys_cells": 585,
  "h_tree_levels": 3,
  "synth_async_sr_flop_share": 0,
  "post_cts.resized_instances": 0,
  "tritoncts.num_buffers": 9,
  "cts-hold-fix-buffers": 0,
  "synthesis.instances": 585,
  "initial_core_util": 0.312,
  "hpwlAfterDp_mm": 9.68,
  "yosysWarningCount": 2,
  "placement.io_buffers": 48,
  "summed_instance_area_of_the_synthesized_netlist_sq_um": 4810
}
==> cells by family after synthesis <==
kind of cell               after synthesis  share of synthesized area
buffers and inverters                   75                     0.0861
and+or+nand+nor                        241                      0.265
xor gates and xnor gates                24                     0.0437
AOI/OAI and AO/OA                      148                      0.200
muxes                                    6                     0.0138
adders and majority gates               11                     0.0286
DFF                                     79                      0.362
other                                    1                   0.000779
==> Yosys cell counts, types with 2 or more instances <==
library cell | count | area share
sky130_fd_sc_hd__a22o_1 | 3 | 0.0055
sky130_fd_sc_hd__and2_1 | 5 | 0.0065
sky130_fd_sc_hd__o31a_1 | 2 | 0.0036
sky130_fd_sc_hd__xnor2_1 | 7 | 0.013
sky130_fd_sc_hd__nor4b_1 | 2 | 0.0036
sky130_fd_sc_hd__nor2_1 | 84 | 0.066
sky130_fd_sc_hd__nand4b_1 | 3 | 0.0055
sky130_fd_sc_hd__buf_4 | 15 | 0.023
sky130_fd_sc_hd__a31oi_1 | 6 | 0.0078
sky130_fd_sc_hd__o22ai_1 | 2 | 0.0026
sky130_fd_sc_hd__nand3b_1 | 3 | 0.0047
sky130_fd_sc_hd__dfxtp_1 | 63 | 0.26
sky130_fd_sc_hd__and3_1 | 7 | 0.0091
sky130_fd_sc_hd__nand4b_2 | 2 | 0.0062
sky130_fd_sc_hd__a311oi_1 | 6 | 0.011
sky130_fd_sc_hd__a22oi_1 | 6 | 0.0094
sky130_fd_sc_hd__o31ai_1 | 3 | 0.0047
sky130_fd_sc_hd__o211ai_1 | 2 | 0.0031
sky130_fd_sc_hd__ha_1 | 11 | 0.029
sky130_fd_sc_hd__or2_2 | 6 | 0.0078
sky130_fd_sc_hd__nand3_1 | 26 | 0.027
sky130_fd_sc_hd__a211oi_1 | 5 | 0.0078
sky130_fd_sc_hd__a21o_1 | 3 | 0.0047
sky130_fd_sc_hd__o21ai_0 | 34 | 0.035
sky130_fd_sc_hd__mux2i_1 | 4 | 0.0083
sky130_fd_sc_hd__buf_2 | 3 | 0.0031
sky130_fd_sc_hd__xor2_1 | 17 | 0.031
sky130_fd_sc_hd__nand3_4 | 2 | 0.0073
sky130_fd_sc_hd__a221o_1 | 2 | 0.0042
sky130_fd_sc_hd__nor2b_1 | 2 | 0.0026
sky130_fd_sc_hd__nor3_1 | 10 | 0.010
sky130_fd_sc_hd__edfxtp_1 | 16 | 0.10
sky130_fd_sc_hd__a41oi_1 | 3 | 0.0055
sky130_fd_sc_hd__or3_1 | 4 | 0.0052
sky130_fd_sc_hd__a32oi_1 | 4 | 0.0073
sky130_fd_sc_hd__inv_1 | 33 | 0.026
sky130_fd_sc_hd__nand2b_1 | 4 | 0.0052
sky130_fd_sc_hd__nor4_1 | 13 | 0.017
sky130_fd_sc_hd__a21oi_1 | 50 | 0.052
sky130_fd_sc_hd__nand4_1 | 12 | 0.016
sky130_fd_sc_hd__buf_6 | 9 | 0.021
sky130_fd_sc_hd__nand2_1 | 40 | 0.031
sky130_fd_sc_hd__clkbuf_1 | 13 | 0.010
sky130_fd_sc_hd__and4b_1 | 4 | 0.0083
==> through the flow <==
step	power [uW]	cell area (sq um)	hold slack, ps	worst slack, ps	instances
after floorplan	749	4840	418	2530	592
after detailed placement	775	5300	440	1830	811
after global placement	775	5300	432	1880	811
Power is estimated from default activity; no workload was simulated.
